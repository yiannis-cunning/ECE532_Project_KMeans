File: design/flow/design.v
`timescale 1ns / 1ps
module rgb_boxer( 
    input wire clk,
    input wire resetn,
    (* X_INTERFACE_INFO = "xilinx.com:interface:vid_io:1.0 RGB_i DATA" *)
    input wire [23:0] vid_pData_i,
    (* X_INTERFACE_INFO = "xilinx.com:interface:vid_io:1.0 RGB_i HSYNC" *)
    input wire vid_pHSync_i,
    (* X_INTERFACE_INFO = "xilinx.com:interface:vid_io:1.0 RGB_i VSYNC" *)
    input wire vid_pVSync_i,
    (* X_INTERFACE_INFO = "xilinx.com:interface:vid_io:1.0 RGB_i ACTIVE_VIDEO" *)
    input wire vid_pVDE_i,
    (* X_INTERFACE_INFO = "xilinx.com:interface:vid_io:1.0 RGB_o DATA" *)
    output wire [23:0] vid_pData_o,
    (* X_INTERFACE_INFO = "xilinx.com:interface:vid_io:1.0 RGB_o HSYNC" *)
    output wire vid_pHSync_o,
    (* X_INTERFACE_INFO = "xilinx.com:interface:vid_io:1.0 RGB_o VSYNC" *)
    output wire vid_pVSync_o,
    (* X_INTERFACE_INFO = "xilinx.com:interface:vid_io:1.0 RGB_o ACTIVE_VIDEO" *)
    output wire vid_pVDE_o,
    input wire sw_reset,
    input wire box_en,
    input wire [31:0] top_left,
    input wire [31:0] bottom_right,
    input wire [7:0]  thickness,
    input wire [23:0] color
    );
    reg [2:0] curr_state;
    reg [31:0] hor_count;
    reg [31:0] ver_count;
    reg vsync_d1r;
    reg hsync_d1r;
    always @(posedge clk) begin
        if(~sw_reset | ~resetn) begin
            curr_state <= 3'b000;  
            hor_count <= 32'b0;
            ver_count <= 32'b0;
            vsync_d1r <= 1'b0;
            hsync_d1r <= 1'b0;
        end else begin
            vsync_d1r <= vid_pVSync_i;
            hsync_d1r <= vid_pHSync_i;    
            case(curr_state)
                3'b000: begin
                    curr_state <= 3'b001;
                end
                3'b001: begin
                        ver_count[31:0] <= 32'b0;
                        if(vsync_d1r & ~vid_pVSync_i) begin
                            curr_state <= 3'b010;
                        end
                 end
                 3'b010: begin
                    if(vid_pVDE_i) begin
                        hor_count[31:0] <= hor_count[31:0] + 32'b1;
                    end else begin
                        if(vid_pHSync_i & ~hsync_d1r) begin  
                            if(hor_count[31:0] != 32'b0) begin
                                hor_count[31:0] <= 32'b0;
                                ver_count[31:0] <= ver_count[31:0] + 32'b1;
                            end
                        end
                        if(vid_pVSync_i) begin
                            curr_state <= 3'b001;
                        end
                    end
                 end
                 3'b100: begin
                 end
            endcase
        end
    end  
    reg [63:0] outter_box;
    reg [63:0] inner_box;
    always @(posedge clk) begin
        if(~resetn | ~sw_reset) begin
            outter_box <= 64'b0;
            inner_box <= 64'b0;
        end else begin
            if(top_left[15:0] > {8'b0, thickness[7:0]}) 
                outter_box[15:0] <= top_left[15:0] - {8'b0, thickness[7:0]};  
            else
                outter_box[15:0] <= 16'b0;
            if(top_left[31:16] > {8'b0, thickness[7:0]}) 
                outter_box[31:16] <= top_left[31:16] - {8'b0, thickness[7:0]};
            else
                outter_box[31:16] <= 16'b0;
            outter_box[47:32] <= bottom_right[15:0] + {8'b0, thickness[7:0]};
            outter_box[63:48] <= bottom_right[31:16] + {8'b0, thickness[7:0]};
            inner_box[15:0] <= top_left[15:0] + {8'b0, thickness[7:0]};
            inner_box[31:16] <= top_left[31:16] + {8'b0, thickness[7:0]};
            inner_box[47:32] <= bottom_right[15:0] - {8'b0, thickness[7:0]};
            inner_box[63:48] <= bottom_right[31:16] - {8'b0, thickness[7:0]};
        end
    end
    wire inside_outter;
    wire inside_inner;
    inrange I_outside( 
        .x(hor_count),
        .y(ver_count),
        .x1(outter_box[15:0]),
        .y1(outter_box[31:16]),
        .x2(outter_box[47:32]),
        .y2(outter_box[63:48]),
        .is_inside(inside_outter)
        );
    inrange I_inside( 
        .x(hor_count),
        .y(ver_count),
        .x1(inner_box[15:0]),
        .y1(inner_box[31:16]),
        .x2(inner_box[47:32]),
        .y2(inner_box[63:48]),
        .is_inside(inside_inner)
        );
    assign inrange = inside_outter & ~inside_inner;
    assign vid_pHSync_o = vid_pHSync_i;
    assign vid_pVSync_o = vid_pVSync_i;
    assign vid_pVDE_o = vid_pVDE_i;
    assign vid_pData_o = (inrange & box_en) ? (color) : (vid_pData_i);
endmodule
module inrange(
    input wire [31:0] x,
    input wire [31:0] y,
    input wire [31:0] x1,
    input wire [31:0] x2,
    input wire [31:0] y1,
    input wire [31:0] y2,
    output wire is_inside
);
    assign is_inside = (x >= x1) & (x <= x2) & (y >= y1) & (y <= y2);
endmodule
File: design/flow/run.sh
#!/bin/bash
# OpenROAD 26Q1-2900-gdf79404cd8, Yosys 0.63+post, stock flow scripts
make -C /OpenROAD-flow-scripts/flow DESIGN_CONFIG=/design/flow/config.mk WORK_HOME=/design/flow/orfs finish
File: design/flow/config.mk
export PLATFORM = sky130hd
export DESIGN_NAME = rgb_boxer
export DESIGN_NICKNAME = rgb_boxer
export VERILOG_FILES = /design/flow/design.v
export SDC_FILE = /design/flow/constraint.sdc
export NUM_CORES = 4
export LEC_CHECK = 1
export CORE_UTILIZATION = 40
File: design/flow/constraint.sdc
current_design rgb_boxer

set clk_period 6.2
set clk_io_pct 0.2

create_clock -name clk0 -period $clk_period [get_ports {clk}]

set non_clock_inputs [all_inputs -no_clocks]
set_input_delay [expr $clk_period * $clk_io_pct] -clock clk0 $non_clock_inputs
set_output_delay [expr $clk_period * $clk_io_pct] -clock clk0 [all_outputs]
==> results.py <==
# Metrics from the implementation run
metrics = {
    "critical_path": {
        "r2r-end": "hor_count[15]",
        "critPathMaxFanout": 24,
        "worst-r2r-cell-count": 10,
        "critPathKind": "input pin to output pin",
        "worstSetupStartpoint": "box_en",
        "start_kind": "input pin",
        "setup.worst_path.end": "vid_pData_o[5]",
        "r2r_start": "hor_count[1]",
        "required_ns": 4.96,
        "worstPathArrival_ns": 4.21,
        "r2r_setup_slack_ns": 3.05,
        "end_kind": "output pin",
    },
    "final_timing": {
        "relSlewSlack": 0.466,
        "timing.final.crit_share": 0.879,
        "rsz0062_at_grt": "no",
        "fmax_mhz": 183,
        "period_minus_slack_ns": 5.45,
        "skew_ns": 0.00844,
        "setup_viol": 0,
        "worst-slew-pin-transition_ns": 0.795,
        "finalSetupTns_ns": 0,
        "finalHoldViolations": 0,
        "slew_violations": 0,
    },
    "logic_synthesis": {
        "syn_area_um2": 13200,
        "ys_types": 65,
        "ys_area_um2": 13200,
        "yosysWarnings": 10,
        "syn_avg_cell_area_um2": 8.30,
        "netlist_instances": 1595,
        "edf_count": 0,
        "yosysCellCount": 1595,
        "netlist_top_cells_area": "dfxtp_1, ha_1, nor2_1",
        "ff_type": "dfxtp_1",
        "top_area_frac": 0.295,
        "yosysTopAreaCell": "dfxtp_1",
        "postSynthSeqShare": 0.295,
        "ys_ff": 195,
        "async_flop_share": 0,
    },
    "power_and_ir_drop": {
        "power.total_mw": 3.10,
        "p_comb_frac": 0.203,
        "sequentialPowerShare": 0.425,
        "power_density_nw_per_um2": 196,
        "netSwitchingFraction": 0.267,
        "ir_drop_v": 0.000178,
        "intPower_mw": 2.27,
        "net-switching-power_uw": 827,
        "clkPwrFrac": 0.372,
        "cellLeakagePower_nw": 6.58,
    },
    "die": {
        "fp.dieH_um": 184,
        "dieArea_um2": 33800,
        "fp-row-count": 66,
        "fp_util": 0.407,
        "core_area_um2": 32500,
        "ios": 154,
        "die_width_um": 184,
    },
    "layout": {
        "layout-drive-gt1-share": 0.0407,
        "areaGrowthSynthToFinish_pct": 19.3,
        "lay_top_cells": "nor2_1, dfxtp_1, ha_1",
        "layout_top_cell": "nor2_1",
    },
    "clock_network": {
        "cts_tree": "done",
        "postCtsSetupBuffers": 0,
        "clockBufferDepth": 2,
        "numCtsBuffers": 17,
        "cts_resized": 0,
        "cts_root_buf": "clkbuf_16",
        "path_clk_slew_ns": 0.07,
        "clock_latency_ns": 0.43,
        "clock_sinks": 195,
        "h-tree-depth": 4,
        "hold_buffers": 0,
    },
    "grt": {
        "globalRouteOverflowTotal": 0,
        "antenna_found_initial": 0,
        "grt_usage": 0.207,
        "grt_pass1_vias": 10300,
        "grt_pass1_wl_um": 53500,
        "grt_start_max_net_pins": 67,
    },
    "outcome": {
        "status": "complete, no violations",
    },
    "drt": {
        "vias_per_cell": 5.00,
        "wl_um": 33700,
        "wl_per_cell_um": 15.4,
        "drc": 0,
        "n_antenna_cell": 0,
        "postRouteAntennaNets": 0,
        "drt-pass1-iter-count": 5,
        "vias": 10900,
        "drtIter0Drc": 530,
    },
    "run": {
        "tool_warnings": 58,
        "drv_cap": 0,
    },
    "placed_design": {
        "port_buffers": 153,
        "hpwl_um": 26600,
        "finalWeightedCongestion": 0.915,
    },
    "hold_path": {
        "hold_class": "register to register",
    },
}
[per-layer routing]
metal / vias up / share of wire / global-route usage
met5: - / 0 / 0
met4: 0 / 0.010 / 0.0200
met3: 22 / 0.073 / 0.0517
met2: 266 / 0.42 / 0.317
met1: 4898 / 0.50 / 0.308
li1: 5742 / - / -
[worst min-delay path by stage]
stage	startpoint	to	slack [ns]	depth (start not counted)
CTS	curr_state[0]	curr_state[2]	0.45	2
global route	curr_state[0]	curr_state[2]	0.46	2
finish	curr_state[0]	curr_state[2]	0.44	2
[logic make-up after synthesis]
family	share of synthesized area
xor gates and xnor gates	0.0907
AOI/OAI and AO/OA	0.122
and+or+nand+nor	0.205
muxes	0.0268
adders and majority gates	0.195
buffers and inverters	0.0663
DFF	0.295
[worst max-delay path, cell delays in order]
cell,delay (ns)
clkdlybuf4s50_1,0.45
nor4b_1,0.22
nand3_1,0.11
nor4_1,0.37
o211ai_1,0.17
or4_1,0.41
a41o_1,0.23
buf_4,0.26
mux2_4,0.34
clkdlybuf4s50_1,0.40
[layout make-up]
cell class              instances  area [um^2]
clock buffers                  18          429
fillers                      3110        16700
inverters                     177          664
flip-flops and latches        195         3900
well taps                     442          553
multi-input cells            1180         8460
repair buffers                163         1610
clock inverters                12          178
[metrics by stage]
step / hold WS (ns) / setup slack [ns] / area [um^2] / utilization / std cells
floorplan: 0.416 / 2.00 / 13200 / - / 1595
global placement: 0.424 / 0.750 / 15200 / 0.467 / 2157
detailed placement: 0.441 / 0.731 / 15200 / 0.467 / 2157
CTS: 0.446 / 0.724 / 15800 / 0.485 / 2187
global route: 0.463 / 0.601 / 15800 / 0.485 / 2187
finish: 0.444 / 0.747 / 15800 / 0.485 / 2187
[sequential cells by signal (all words and copies together) (netlist names)]
name	count
ver_count	32
outter_box	64
hor_count	32
hsync_d1r	1
vsync_d1r	1
curr_state	3
inner_box	62
[Yosys cell counts, drive strengths merged (2+ instances only)]
| master | instances |
|---|---|
| a2111oi | 3 |
| a211oi | 15 |
| or2 | 4 |
| o21bai | 9 |
| inv | 177 |
| a221o | 3 |
| o21a | 8 |
| and4 | 15 |
| a21boi | 4 |
| o41ai | 2 |
| dfxtp | 195 |
| and3 | 34 |
| nand4 | 26 |
| xnor2 | 57 |
| a21o | 15 |
| buf | 7 |
| o31a | 2 |
| nand3 | 58 |
| nor3 | 35 |
| clkbuf | 36 |
| xor2 | 80 |
| nand2b | 12 |
| o2111ai | 3 |
| or4 | 7 |
| and2 | 11 |
| ha | 193 |
| fa | 8 |
| o211ai | 11 |
| nand3b | 2 |
| o21ai | 61 |
| nor2 | 211 |
| nand2 | 68 |
| a21oi | 100 |
| o31ai | 6 |
| a31oi | 6 |
| nor3b | 4 |
| nor2b | 28 |
| or3 | 24 |
| nor4 | 12 |
| mux2 | 24 |
| a221oi | 4 |
[power by group through the flow]
stage	combinational (mW)	sequential, mW	clock, mW
after CTS	0.629	1.32	1.18
after global routing	0.701	1.32	1.23
final	0.628	1.32	1.15
