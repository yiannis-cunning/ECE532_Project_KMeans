==> ./design.v <==
`timescale 1ns / 1ps
module dvi_out(
    input wire clk,
    input wire resetn,
    (* X_INTERFACE_INFO = "xilinx.com:interface:vid_io:1.0 RGB DATA" *)
    output wire [23:0] vid_pData,
    (* X_INTERFACE_INFO = "xilinx.com:interface:vid_io:1.0 RGB HSYNC" *)
    output wire vid_pHSync,
    (* X_INTERFACE_INFO = "xilinx.com:interface:vid_io:1.0 RGB VSYNC" *)
    output wire vid_pVSync,
    (* X_INTERFACE_INFO = "xilinx.com:interface:vid_io:1.0 RGB ACTIVE_VIDEO" *)
    output wire vid_pVDE,
    (* mark_debug = "true" *) input wire [31:0] m_axis_tdata,
    (* mark_debug = "true" *) input wire m_axis_tlast,
    (* mark_debug = "true" *) output wire m_axis_tready,
    (* mark_debug = "true" *) input wire m_axis_tvalid,
    input wire sw_resetn,
    input wire [31:0] hdim_m1,
    input wire [31:0] vdim_m1,
    input wire [31:0] ref_rate,
    output err_r
    );
    reg [2:0] h_state;
    reg [31:0] counter;
    reg hup;
    always @(posedge clk) begin
        if(~resetn | ~sw_resetn) begin
            h_state <= 3'b000;
            counter <= 32'b0;
            hup <= 1'b0;
        end else begin
            case(h_state)
                3'b000: begin
                    h_state <= 3'b011;
                    counter <= 32'b0;
                end
                3'b011: begin
                    hup <= 1'b0;
                    if(counter < 50) begin
                        counter <= counter + 32'b1;
                    end else begin
                        counter <= 32'b0;
                        h_state <= 3'b001;
                    end
                end  
                3'b001: begin
                    if(counter < 200) begin
                        counter <= counter + 32'b1;
                    end else begin
                        counter <= 32'b0;
                        h_state <= 3'b100;
                    end
                end  
                3'b100: begin
                    if(counter < hdim_m1) begin
                        counter <= counter + 32'b1;
                    end else begin
                        counter <= 32'b0;
                        h_state <= 3'b010;
                    end
                end  
                3'b010: begin
                    if(counter < 100) begin
                        counter <= counter + 32'b1;
                    end else begin
                        counter <= 32'b0;
                        h_state <= 3'b011;
                        hup <= 1'b1;
                    end
                end  
            endcase
        end
    end  
    wire [23:0] data;
    assign data[23:0] = 24'h123456;
    reg [2:0] v_state;
    reg [31:0] vcount;
    reg pull_data;
    always @(posedge clk) begin
        if(~resetn | ~sw_resetn) begin
            v_state <= 3'b000;
            vcount <= 32'b0;
            pull_data <= 1'b0;
        end else begin
            if(hup) begin
                case(v_state)
                3'b000: begin
                    v_state <= 3'b001;
                    vcount <= 32'b0;
                 end
                3'b001: begin
                    if(vcount < ref_rate) begin
                        vcount <= vcount + 32'b1;
                    end else begin
                        if(m_axis_tvalid) begin  
                            pull_data <= 1'b1;
                        end else begin
                            pull_data <= 1'b0;
                        end
                        vcount <= 32'b0;
                        v_state <= 3'b100;
                    end
                end
                3'b100: begin
                    if(vcount < vdim_m1) begin
                        vcount <= vcount + 32'b1;
                    end else begin
                        vcount <= 32'b0;
                        v_state <= 3'b010;
                    end
                end
                3'b010: begin
                    if(vcount <= 5) begin
                        vcount <= vcount + 32'b1;
                    end else begin
                        vcount <= 32'b0;
                        v_state <= 3'b011;
                    end
                end
                3'b011: begin
                    if(vcount <= 5) begin
                        vcount <= vcount + 32'b1;
                    end else begin
                        vcount <= 32'b0;
                        v_state <= 3'b001;
                    end
                end
                endcase
            end
        end
    end  
    assign vid_pHSync = (h_state == 3'b011);
    assign vid_pVSync = (v_state == 3'b011);
    assign vid_pVDE = (h_state == 3'b100) & (v_state == 3'b100);
    assign vid_pData[23:0] = (pull_data) ? (m_axis_tdata[23:0]) : (data);
    assign m_axis_tready = (pull_data) ? ((h_state == 3'b100) & (v_state == 3'b100)) : (1'b0);
    assign error = m_axis_tready & ~m_axis_tvalid;
    reg err_r;
    always @(posedge clk) begin
        if(~resetn | ~sw_resetn) begin
            err_r <= 1'b0;
        end else begin
            if(error) begin
                err_r <= 1'b1;
            end else
                err_r <= err_r;
        end
    end
endmodule
==> ./run.sh <==
#!/bin/bash
# OpenROAD 26Q1-2900-gdf79404cd8, Yosys 0.63+post, stock flow scripts
make -C /OpenROAD-flow-scripts/flow DESIGN_CONFIG=/design/flow/config.mk WORK_HOME=/design/flow/orfs finish
==> ./config.mk <==
export PLATFORM = sky130hd
export DESIGN_NAME = dvi_out
export DESIGN_NICKNAME = dvi_out
export VERILOG_FILES = /design/flow/design.v
export SDC_FILE = /design/flow/constraint.sdc
export NUM_CORES = 4
export LEC_CHECK = 1
export CORE_UTILIZATION = 30
==> ./constraint.sdc <==
current_design dvi_out

set clk_period 5.0
set clk_io_pct 0.2

create_clock -name clk0 -period $clk_period [get_ports {clk}]

set non_clock_inputs [all_inputs -no_clocks]
set_input_delay [expr $clk_period * $clk_io_pct] -clock clk0 $non_clock_inputs
set_output_delay [expr $clk_period * $clk_io_pct] -clock clk0 [all_outputs]
==> results.toml <==
# flow metrics
[synthesis]
yosys_area_mm2 = 0.00639
ys.flops = 77
synth.avg_cell_area_um2 = 7.54
syn_inst = 848
synth_area_mm2 = 0.00639
synth_cell_type_count = 62
yosys-stat-cells = 848
ys_warn_count = 2
yosysSeqAreaShare = 0.241
ys_dominant_reg_cell = "dfxtp_1"
edf_count = 0
async_flop_share = 0

[setup_path]
end_kind = "register"
setup.worst_path.class = "input pin to register"
worstSetupStartpointType = "input pin"
cp_max_fo = 7
crit_arrival_ns = 4.27
critPathRequiredTime_ns = 5.26

[route]
wire_per_inst_um = 13.6
ant_nets = 0
firstDrtPassIters = 5
wirelength_um = 17500
via_per_inst = 4.99
vias = 6382
first_iter_violations = 357
drc = 0
diodes = 0

[finish]
n_fill_cell = 2114
lay_top_count = "clkdlybuf4s50_1"
comb_area_mm2 = 0.00435
regArea_mm2 = 0.00154
fin_cells = 1280
syn_to_final_growth_pct = 33.8
lay_top_cells = "clkdlybuf4s50_1 (152), inv_1 (110), ha_1 (97), nand2_1 (83), dfxtp_1 (77)"
drive_gt1_frac = 0.0358

[floorplanning]
core_mm2 = 0.0210
dieArea_mm2 = 0.0219
die_x_um = 148
die_height_um = 148
fp_util = 0.305
rows = 53
ioPinCount = 162

[grt]
grt_util_all_layers = 0.163
grt_pass1_wl_um = 28500
gr-total-overflow = 0
grt_start_max_net_pins = 30
grt_pass1_vias = 5759
antenna_found_initial = 0

[place]
dp.cells = 1265
routabilityCongestion = 0.865
dp.final_hpwl_um = 13500
io_buffers = 152

[clocking]
clk_pin_slew_ns = 0.06
clock-root-buffer = "clkbuf_16"
postCtsSetupRepairBufs = 0
clk_path_buf_depth = 2
ctsResizeCount = 0
tritoncts = "built"
cts_hold_buf = 0
cts_sinks = 77
numCtsBuffers = 9
clk_latency_ns = 0.34
htreeDepth = 3

[power]
power.density_mw_per_mm2 = 172
ir_drop_v = 0.000202
p_leak_nw = 3.65
p_total_mw = 1.47

[timing]
final-hold-violation-count = 0
max_freq_mhz = 250
tns_ns = 0
rsz0062_at_grt = "false"
worstMarginPinSlew_ns = 0.755
fin_skew_ns = 0.00678
maxSlewViolCount = 0
setup_viol = 0
max-slew-margin-rel = 0.490
fin_crit_ns = 4.00
period_used_share = 0.801
hold_slack_ns = 0.470

[flow_run]
cap_violations = 0
tool_warnings = 36

[status]
status = "completed"

[hold_path]
hp-class = "register to register"
metal layers:
layer / routed length, µm / track usage
met2: 8340 / 0.276
met1: 8240 / 0.228
met3: 669 / 0.0233
met5: 0 / 0
met4: 205 / 0.0155
synth_stat cells, drive strengths merged, types with 4 or more instances:
cell | count | area share
o31ai | 11 | 0.015
and2 | 26 | 0.025
nand2b | 15 | 0.015
nand2 | 83 | 0.049
a211oi | 13 | 0.015
xnor2 | 9 | 0.012
o32ai | 5 | 0.0068
a21oi | 61 | 0.048
nor4 | 15 | 0.015
and3 | 17 | 0.017
nand4 | 29 | 0.028
inv | 110 | 0.065
clkbuf | 14 | 0.0082
dfxtp | 77 | 0.24
nor2b | 5 | 0.0049
o21ai | 59 | 0.047
or4 | 4 | 0.0053
nor3 | 15 | 0.013
ha | 97 | 0.19
and4 | 5 | 0.0068
buf | 7 | 0.0063
xor2 | 14 | 0.019
nand3 | 35 | 0.027
a31oi | 7 | 0.0068
nor2 | 44 | 0.026
o21a | 5 | 0.0059
a21o | 6 | 0.0070
o211ai | 8 | 0.0094
or3 | 11 | 0.011
metrics by stage:
stage                     setup WS (ns)  cell area, µm²  utilization
final                             0.995            8560        0.408
after global routing              0.828            8560        0.408
after CTS                         0.995            8560        0.408
after detailed placement          0.663            8260        0.394
after global placement            0.697            8260        0.394
after floorplan                    1.63            6390            -
power by group:
part           switching [mW]  internal, mW  leakage (nW)
clock                   0.260         0.409         0.147
combinational          0.0673         0.116          2.88
sequential            0.00185         0.615         0.620
worst paths after layout:
path         slack (ns)          to  cells after the start         from
max reg2reg        1.66   vcount[7]                     10   vcount[25]
max                 1.0   vcount[7]                     12  vdim_m1[25]
min                0.47  v_state[4]                      2   v_state[2]
min reg2reg        0.47  v_state[4]                      2   v_state[2]
cell type report:
cell class | count | area share
timing repair buffer | 163 | 0.187
inverter | 110 | 0.0483
tap | 275 | 0.0402
multi-input combinational | 640 | 0.509
sequential | 77 | 0.180
clock inverter | 4 | 0.00556
clock buffer | 11 | 0.0295
cell families after synthesis:
kind of cell | Yosys count | share of synthesized area
xor gates and xnor gates | 23 | 0.0315
adders and majority gates | 97 | 0.190
and+or+nand+nor | 310 | 0.249
buffers and inverters | 131 | 0.0791
AOI/OAI and AO/OA | 208 | 0.207
muxes | 2 | 0.00313
DFF | 77 | 0.241
registers in the layout (all words and copies together) (netlist names):
signal,count
v_state,5
err_r,1
vcount,32
h_state,5
hup,1
counter,32
pull_data,1
worst max-delay path, stage by stage:
cell and delay (ns):
clkdlybuf4s50_1 0.46, inv_1 0.05, ha_1 0.30, a21o_1 0.16, a221o_1 0.32, a221oi_1 0.50
o2111a_1 0.28, o21ai_1 0.21, buf_4 0.23, a21oi_1 0.46, a21oi_1 0.12, o21ai_0 0.16
Power figures rest on the tool's default switching activity, not on a simulated workload.
